--- ./config.mk ---
export PLATFORM = sky130hd
export DESIGN_NAME = pwm
export DESIGN_NICKNAME = pwm
export VERILOG_FILES = /design/flow/design.v
export SDC_FILE = /design/flow/constraint.sdc
export NUM_CORES = 4
export LEC_CHECK = 1
export CORE_UTILIZATION = 30
export SYNTH_HDL_FRONTEND = slang
--- ./constraint.sdc ---
current_design pwm

set clk_period 3.2
set clk_io_pct 0.2

create_clock -name clk0 -period $clk_period [get_ports {clock}]

set non_clock_inputs [all_inputs -no_clocks]
set_input_delay [expr $clk_period * $clk_io_pct] -clock clk0 $non_clock_inputs
set_output_delay [expr $clk_period * $clk_io_pct] -clock clk0 [all_outputs]
--- ./design.v ---
module pwm
#(parameter N = 8)
(
  input             reset,
  input             clock,
  input [N-1:0]     dataHighStart,
  input [N-1:0]     dataHighEnd,
  output        reg out_pwm
);
reg [N-1:0] cnt, dataRegHighStart, dataRegHighEnd;
always @(posedge clock or posedge reset) begin
  if (reset) begin
    cnt               <= 'b0;
    dataRegHighStart  <= 'b0;
    dataRegHighEnd    <= 'b0;
  end
  else begin
    cnt <= cnt + 'b01;
    if (cnt == 'b00) begin
      dataRegHighStart<= dataHighStart;
      dataRegHighEnd  <= dataHighEnd;
    end
    if (dataRegHighStart == dataRegHighEnd)
      out_pwm <= 1'b0;
    else if (cnt == dataRegHighStart)
      out_pwm <= 1'b1;
    else if (cnt == dataRegHighEnd)
      out_pwm <= 1'b0;
  end
end
endmodule;
--- ./run.sh ---
#!/bin/bash
# OpenROAD 26Q1-2900-gdf79404cd8, Yosys 0.63+post, stock flow scripts
make -C /OpenROAD-flow-scripts/flow DESIGN_CONFIG=/design/flow/config.mk WORK_HOME=/design/flow/orfs finish
==> impl_summary.log <==
[metrics] run summary
[metrics] Worst Hold Endpoint: dataRegHighEnd[7]
[metrics] Resized cells post-CTS: 0
[metrics] total global routing overflow: 0
[metrics] Die Footprint: 0.00467 mm²
[metrics] net switching power: approximately 0.00013 W
[metrics] CTS tree: built
[metrics] number of DRC markers after the initial detailed-route iteration: 42
[metrics] Syn. warnings: 0
[metrics] max-slew violations: 0
[metrics] Inserted Clock Buffers: 3
[metrics] post-synthesis register bit count: 25
[metrics] share of the clock period used by the worst path: between 50% and 60%
[metrics] number of setup buffers added after CTS: 0
[metrics] distinct lib cells: 22
[metrics] total routing usage reported by global routing: 10.6%
[metrics] Core Rows: 23
[metrics] Vias: 734
[metrics] first-pass GRT wire length: 3570 µm
[metrics] count of cells along the worst hold path: 1
[metrics] cell total in the yosys stat output: ~100
[metrics] Max-Slew Margin vs Limit: 74.4%
[metrics] crit start category: flip-flop
[metrics] Post-CTS Hold Fix Bufs: 0
[metrics] effective utilization at floorplan: 32.1%
[metrics] filler cell count in the final layout: ~400
[metrics] instance area after placement: between 0.0015 and 0.002 mm²
[metrics] Area growth syn-to-layout: 19.5%
[metrics] switching fraction of total power: 21.9%
[metrics] layout cells sized above 1: between 20% and 30%
[metrics] total buffers and inverters traversed by the critical path: 1
[metrics] status: finished clean
[metrics] core area: 0.00412 mm²
[metrics] proportion of synthesized chip area in sequential cells: a little under half
[metrics] highest achievable clock rate: between 500 and 600 MHz
[metrics] vias in the first global route: between 700 and 800
[metrics] antenna violations before repair: 0
[metrics] Late-Pin Clk Latency: between 200 and 300 ps
[metrics] quantity of I/O buffers inserted on ports: 18
[metrics] Root Buffer Master: sky130_fd_sc_hd__clkbuf_8
[metrics] max cap viols: 0
[metrics] final routed wirelength across all metal layers: about 2200 µm
[metrics] pin count of the biggest net entering global routing: 26
[metrics] DRC errors left: 0
[metrics] clock network fraction of design power: 31.5%
[metrics] setup_tns: 0 ps
[metrics] number of endpoints with negative hold slack in the final report: 0
[metrics] detailed-route vias per instance: ~4.4
[metrics] reg-to-reg critical path endpoint: dataRegHighStart[0]
[metrics] first-pass iteration count of the detailed router: 3
[metrics] kind of capture point of the worst setup path: output port
[metrics] YS chip area: between 0.001 and 0.0015 mm²
[metrics] number of ports placed on the die boundary: 19
[metrics] class of the most critical hold timing path: flip-flop to flip-flop
[metrics] shortest clock period the worst path allows after layout: ~1700 ps
[metrics] clock skew: between 1.5 and 2 ps
[metrics] crit-path cells: clkdlybuf4s50_1
[metrics] kind of cell adding the most delay to the critical path: buffers and inverters
[metrics] RSZ-0062 raised after global routing: false
[metrics] post-route standard cell area excluding fillers: roughly 0.0016 mm²
[metrics] cell type with the highest aggregate area in the netlist: sky130_fd_sc_hd__dfrtp_1
[metrics] H-Tree Depth: 1
[metrics] main area contributors after synthesis: sky130_fd_sc_hd__dfrtp_1 45%, sky130_fd_sc_hd__xor2_1 12%, sky130_fd_sc_hd__mux2_4 11%
[metrics] pwr dens: 371 mW/mm²
[metrics] average wire length per cell after detail routing: roughly 13 µm
[metrics] post-synthesis instance area: ~0.0013 mm²
[metrics] clock sink count: 25
[metrics] Min-Delay Startpoint: dataRegHighEnd[7]
[metrics] worst supply voltage drop on vdd: roughly 220 µV
[metrics] Log Warnings: 26
[metrics] vertical extent of the die: roughly 68 µm
[metrics] largest driver fanout on the critical path: 2
[metrics] gp weighted congestion: roughly 0.83
[metrics] Slowest-stage cell, CP: sky130_fd_sc_hd__clkdlybuf4s50_1
[metrics] Critical Path AT: between 1000 and 1500 ps
[metrics] internal power of the cells: between 0.0004 and 0.0005 W
[metrics] Crit. Startpoint: out_pwm
[metrics] reg-to-reg critical path startpoint: cnt[0]
[metrics] clock input transition at the sequential cells of the worst setup and hold paths: about 90 ps
[metrics] Max clock buf depth: 2
[metrics] Worst Hold Slack: around 580 ps
[metrics] cell leakage power: between 0.7 and 0.8 nW
[metrics] delay of the slowest cell on the worst path: ~460 ps
[metrics] Worst Reg-to-Reg Cells: 5
[metrics] Seq pwr share: 58.3%
[metrics] count of inserted antenna diode cells: 0
[metrics] r2r setup slk: about 1500 ps
[metrics] sum of internal, switching and leakage power: between 0.0005 and 0.0006 W
[metrics] total half-perimeter wirelength after legalization and detailed placement: 1640 µm
[metrics] classification of the worst setup path: flip-flop to output port
[metrics] Worst Max-Slew Pin Slew: 381 ps
[metrics] share of power burned in combinational logic: roughly a tenth
[metrics] fraction of post-synthesis cell area in the top cell type by area: between 40% and 50%
[metrics] die width: about 68 µm
[metrics] data required time at the worst endpoint: 2560 ps
[metrics] syn avg cell area: 13.1 µm²
[metrics] synthesized instance count: about 100
[metrics] # setup viols final: 0
[metrics] antenna-violating nets left: 0
cells in the final DEF (no fill, tap or decap), types with 2 or more instances in the layout:
cell and n:
sky130_fd_sc_hd__dfrtp_1 24, sky130_fd_sc_hd__xor2_1 18, sky130_fd_sc_hd__clkdlybuf4s50_1 18, sky130_fd_sc_hd__xnor2_1 12, sky130_fd_sc_hd__mux2_4 10, sky130_fd_sc_hd__mux2_2 6
sky130_fd_sc_hd__nor4_1 4, sky130_fd_sc_hd__inv_1 3, sky130_fd_sc_hd__nand2_1 3, sky130_fd_sc_hd__nand4_1 3, sky130_fd_sc_hd__clkbuf_8 3, sky130_fd_sc_hd__nand3_1 2
sky130_fd_sc_hd__ha_1 2
sequential cells by signal, indices dropped and copies added, names as in the netlist:
register and flops:
dataRegHighStart 8, cnt 8, out_pwm 1, dataRegHighEnd 8
routing by layer:
layer / share of wire, % / wire (µm) / GRT usage [%] / up-vias
met5: 0 / 0 / 0 / -
met3: 3.7 / 80 / 2.03 / 2
met1: 53 / 1140 / 17.3 / 345
met4: 1.3 / 29 / 0.781 / 0
met2: 42 / 908 / 15.3 / 14
li1: - / - / - / 373
kinds of logic after synthesis:
| kind of cell | Yosys count | synth area share (%) |
|---|---|---|
| compound gates | 2 | 0.948 |
| xor+xnor | 30 | 19.9 |
| fa+ha+maj | 2 | 1.90 |
| flops | 25 | 47.8 |
| buf+inv | 9 | 3.79 |
| mux | 16 | 16.5 |
| simple gates | 17 | 9.19 |
power groups by stage:
| stage | Sequential, W | Combinational [W] | Clock (W) |
|---|---|---|---|
| CTS | 0.000342 | 0.0000606 | 0.000193 |
| global route | 0.000343 | 0.0000658 | 0.000205 |
| finish | 0.000341 | 0.0000595 | 0.000184 |
synth_stat cells:
cell and number:
sky130_fd_sc_hd__mux2_4 10, sky130_fd_sc_hd__edfxtp_1 1, sky130_fd_sc_hd__dfrtp_1 24, sky130_fd_sc_hd__and3_1 1
sky130_fd_sc_hd__buf_6 2, sky130_fd_sc_hd__nand4_1 3, sky130_fd_sc_hd__mux2_2 6, sky130_fd_sc_hd__nand2_4 1
sky130_fd_sc_hd__nor4b_4 1, sky130_fd_sc_hd__clkbuf_1 3, sky130_fd_sc_hd__ha_1 2, sky130_fd_sc_hd__o21ai_0 1
sky130_fd_sc_hd__nor3_1 1, sky130_fd_sc_hd__nand3_1 2, sky130_fd_sc_hd__xor2_1 18, sky130_fd_sc_hd__inv_1 3
sky130_fd_sc_hd__xnor2_1 12, sky130_fd_sc_hd__nor4_1 4, sky130_fd_sc_hd__nor3_2 1, sky130_fd_sc_hd__a22oi_1 1
sky130_fd_sc_hd__nand2_1 3, sky130_fd_sc_hd__buf_2 1
metrics by stage:
stage               utilization (%)  worst slack [ps]  std cells
CTS                            38.3              1450        168
global route                   38.3              1390        168
finish                         38.3              1450        168
floorplan                         -              1640        101
global placement               37.2              1470        164
detailed placement             37.2              1450        164
final cells by class:
class                   count  area, µm²  share of cell area [%]
repair buffers             19        188                    11.9
clock buffers               3       41.3                    2.62
inverters                   3       11.3                   0.714
clock inverters             1       5.00                   0.317
multi-input cells          67        639                    40.5
flip-flops and latches     25        631                    40.0
well taps                  50       62.6                    3.97
worst max path at each step:
stage,end,slack [ps],cells after the start
global route,out_pwm,1390,1
CTS,out_pwm,1450,1
finish,out_pwm,1450,1
Power figures rest on the tool's default switching activity, not on a simulated workload.
